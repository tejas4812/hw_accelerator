==> ./design.v <==
module bubble_sort(
input clk,
input rst_n,
input [63:0] data,
input en,
output logic [7:0] data_o,
output logic [63:0] data_sort_o,  
output logic wr_en, 
output logic last
);
logic [7:0]L,H; 
logic [7:0]L_nxt,H_nxt;
logic [1:0] state;
logic [1:0] state_nxt;
logic last_nxt;
logic wr_en_nxt;
logic [63:0] data_o_nxt;
logic [7:0] A_nxt;
logic [7:0] A;
logic [7:0] B_nxt;
logic [7:0] B;
logic en_reg;
logic [7:0] _max_nxt;
logic [7:0] _max_;
logic [63:0] data_in;
logic [63:0] data_in_reg;
logic [63:0] data_reg;
logic [63:0] data_reg0,data_reg1;
logic rdy_nxt;
logic rdy;
assign data_sort_o=data_in_reg;
assign state_nxt[0]=(B_nxt>=A_nxt);
assign state_nxt[1]=B_nxt<A_nxt;
assign last_nxt=(_max_nxt==1);
assign rdy_nxt=en_reg?1'b0:(last)?1'b1:rdy;
always@(*) begin
  data_in=data_in_reg;
  H_nxt=H;
  L_nxt=L;
  wr_en_nxt=1'b0;
  data_o_nxt=data_o;
  _max_nxt=_max_;
  if(H!=_max_) begin
    case(state)
    2'b01:begin
            H_nxt=H+1'b1; L_nxt=L;   
          end
    2'b10:begin
            L_nxt=H;H_nxt=H+1'b1;
          end
    endcase
  end
  else begin 
            H_nxt=1'b1;L_nxt=0;_max_nxt=_max_-1;
            wr_en_nxt=1'b1;
      case(state)
      2'b01:begin  
              data_o_nxt=A;
              case(H)
              'd0:data_in[7:0]=A;
              'd1:data_in[15:8]=A;
              'd2:data_in[23:16]=A; 
              'd3:data_in[31:24]=A;
              'd4:data_in[39:32]=A;
              'd5:data_in[47:40]=A;
              'd6:data_in[55:48]=A;
              'd7:data_in[63:56]=A;
              endcase
              case(L)
               'd0:data_in[7:0]=B;              
               'd1:data_in[15:8]=B;
               'd2:data_in[23:16]=B;
               'd3:data_in[31:24]=B;
               'd4:data_in[39:32]=B;
               'd5:data_in[47:40]=B;
               'd6:data_in[55:48]=B;
               'd7:data_in[63:56]=B;
              endcase
            end
        2'b10: begin
              data_in=data_in_reg;
                data_o_nxt= B;              
              end
       endcase
       end
end
always@(*) begin
  case(L_nxt)
    'd0:A_nxt=data_in[7:0];
    'd1:A_nxt=data_in[15:8];
    'd2:A_nxt=data_in[23:16]; 
    'd3:A_nxt=data_in[31:24];
    'd4:A_nxt=data_in[39:32];
    'd5:A_nxt=data_in[47:40];
    'd6:A_nxt=data_in[55:48];
    'd7:A_nxt=data_in[63:56];
  endcase
  case(H_nxt) 
     'd0:B_nxt=data_in[7:0];    
     'd1:B_nxt=data_in[15:8];
     'd2:B_nxt=data_in[23:16];
     'd3:B_nxt=data_in[31:24];
     'd4:B_nxt=data_in[39:32];
     'd5:B_nxt=data_in[47:40];
     'd6:B_nxt=data_in[55:48];
     'd7:B_nxt=data_in[63:56];
  endcase
end
always@(posedge clk or  negedge rst_n) begin
  if(!rst_n) begin
    last<=1'b1;
    state<=2'd0;
    data_reg0<=64'd0;
    data_reg1<=64'd0;
    data_o<=64'd0;  
    H<=8'd1;
    L<=8'd0;
    _max_<=8'd7;
    A<=8'h0;
    B<=8'h0;
    wr_en<=1'b0;
    en_reg<=1'b0;
    rdy<=1'b1;
  end
  else begin
    en_reg<=en;
    rdy<=rdy_nxt;
    last<=rdy_nxt?last:last_nxt;
    data_reg0<=data;
    data_reg1<=data_reg0;
    data_o<=rdy?data_o:data_o_nxt; 
    wr_en<=(en_reg|rdy)?1'b0:wr_en_nxt;
    state<=en_reg?2'd0:state_nxt;
    H<=(en_reg)?8'd1:(rdy_nxt)?H:H_nxt;
    L<=(en_reg)?8'd0:(rdy_nxt)?L:L_nxt; 
    _max_<=(en_reg)?'d7:(rdy_nxt)?_max_:_max_nxt;
    A<=(rdy_nxt)?A:A_nxt;
    B<=(rdy_nxt)?B:B_nxt;
    data_in_reg<=(en_reg)?data_reg0:data_in;
  end 
end
endmodule
==> ./run.sh <==
#!/bin/bash
# OpenROAD 26Q1-2900-gdf79404cd8, Yosys 0.63+post, stock flow scripts
make -C /OpenROAD-flow-scripts/flow DESIGN_CONFIG=/design/flow/config.mk WORK_HOME=/design/flow/orfs finish
==> ./config.mk <==
export PLATFORM = sky130hd
export DESIGN_NAME = bubble_sort
export DESIGN_NICKNAME = bubble_sort
export VERILOG_FILES = /design/flow/design.v
export SDC_FILE = /design/flow/constraint.sdc
export NUM_CORES = 4
export LEC_CHECK = 1
export CORE_UTILIZATION = 40
==> ./constraint.sdc <==
current_design bubble_sort

set clk_period 5.5
set clk_io_pct 0.2

create_clock -name clk0 -period $clk_period [get_ports {clk}]

set non_clock_inputs [all_inputs -no_clocks]
set_input_delay [expr $clk_period * $clk_io_pct] -clock clk0 $non_clock_inputs
set_output_delay [expr $clk_period * $clk_io_pct] -clock clk0 [all_outputs]
==> reports/qor.yml <==
drt:
  drt_iter0_drc: 1166
  diodes: 0
  firstDrtPassIters: 5
  vias_per_cell: 6.23
  vias: 9184
  drt_wl_total_microns: 41500
  detail-route-antenna-nets: 0
  drc: 0
  post_drt_wl_per_cell_microns: 28.2
yosys:
  synthArstFlopShare_pct: 59.6
  ys_cells: 1027
  syn_area_sq_mm: 0.0101
  synth_cells: 1027
  ys_area_sq_mm: 0.0101
  synth-edff-count: 64
  synth_area_per_cell_sq_um: 9.82
  yosys-top-cells-area: "dfrtp_1, edfxtp_1, o21ai_0, o22ai_1, nor2_1"
  synth-seq-cells: 198
  top_area_cell: "dfrtp_1"
  top_cells_by_count: "dfrtp_1, nor2_1, o21ai_0"
  synth_top_area_share_pct: 27.8
  synth.most_common_cell: "dfrtp_1"
  synthDistinctLibCells: 75
  flop_cell: "dfrtp_1"
  synth_warnings: 1
setup_path:
  cp_slowest_cell: "or4b_4"
  max_stage_delay_ns: 0.71
  critical_path_arrival_ns: 3.56
  path_delay_family: "simple AND/OR/NAND/NOR gates"
  critPathMaxFanout: 13
  cp.depth: 7
  path_class: "flip-flop to flip-flop"
  ff2ff_path_depth: 7
  cp_data_required_time_ns: 5.82
  r2r-start: "L[4]"
  cp_num_buf_inv: 1
  start_kind: "flip-flop"
  path_cells: "or4_1 -> or4b_4 -> a2111oi_4 -> buf_4 -> nor2_1 -> a211oi_1 -> a21o_1"
  r2r_slack_ns: 2.26
  r2r-end: "data_in_reg[63]"
  cp-end-kind: "flip-flop"
clocking:
  cts_root_buf: "clkbuf_16"
  cts_hold_buf: 0
  post_cts_buffers: 0
  insertion_delay_ns: 0.44
  cts_tree: "yes"
  cts_max_level: 4
  cts_resized: 0
  clk_pin_slew_worst_paths_ns: 0.08
  clockBufferDepth: 2
  cts-buffers-inserted: 17
global_route:
  grt_max_degree: 111
  antenna_found_initial: 0
  grt_pass1_vias: 8878
  grt_pass1_wl_microns: 61000
  overflow: 0
  grtUsageTotal_pct: 34.3
pwr:
  p_leak_nw: 4.75
  power_density_mw_per_mm2: 394
  p_sw_share_pct: 38.7
  p_total_mw: 4.89
  p_clk_share_pct: 25.4
  power_frac_seq_pct: 39.9
  switchingPower_mw: 1.89
  internal_power_mw: 3.00
  combPwrFrac_pct: 34.7
  vdd_drop_max_v: 0.000194
min_path:
  worstHoldEndpoint: "last"
  hold_depth: 2
  hp-start: "last"
  hold_class: "flip-flop to flip-flop"
sta:
  rsz0062_at_grt: "no"
  setup_tns_ns: 0
  fin_crit_ns: 3.24
  min_period_over_period_pct: 58.9
  fin_skew_ns: 0.0137
  setup_viol_count_final: 0
  untimed_endpoints: 16
  finalHoldViolCount: 0
  slew_violations: 0
  relSlewSlack_pct: 36.7
  fmaxAchievable_mhz: 308
  tightest_slew_ns: 0.925
  unclocked_pins: 16
placed_design:
  dpl.hpwl_microns: 30100
  io_buffers: 140
  gp_congestion: 1.04
floorplanning:
  design.core.area_sq_mm: 0.0245
  die_area_sq_mm: 0.0259
  die_w_microns: 161
  fp_util_pct: 41.1
  die_height_microns: 161
  num_rows: 57
  io_pins: 141
outcome:
  status: "completed"
run:
  tool_warnings: 31
  maxCapViolCount: 0
cells_and_area:
  syn_to_final_growth_pct: 23.1
  layout-drive-gt1-share_pct: 8.62
-- worst max path at each step --
stage                  to  slack [ns]  start
6_report  data_in_reg[63]        2.26   L[4]
5_1_grt              L[3]        2.11   H[4]
4_1_cts   data_in_reg[63]        2.31   L[4]
-- logic make-up (layout without fill, tap and decap cells) --
logic type / Yosys count / in the layout / synth area share, %
AND-OR/OR-AND: 366 / 366 / 24.7
AND/OR/NAND/NOR: 308 / 308 / 14.8
flip-flops: 182 / 182 / 48.4
buffers and inverters: 99 / 221 / 3.91
XOR/XNOR: 21 / 21 / 1.82
multiplexers: 20 / 20 / 2.13
latches: 16 / 16 / 2.38
adder cells (fa/ha/maj): 15 / 15 / 1.86
-- cell usage in the layout, fill, tap and decap left out, types with 5 or more instances in the layout --
| cell | netlist | final |
|---|---|---|
| dfstp_2 | 6 | 6 |
| inv_6 | 0 | 6 |
| nor2b_1 | 6 | 6 |
| a22o_1 | 10 | 10 |
| nand4_1 | 12 | 12 |
| a21o_1 | 13 | 13 |
| a22oi_1 | 22 | 22 |
| edfxtp_1 | 64 | 64 |
| nand3_1 | 24 | 23 |
| o31ai_1 | 5 | 5 |
| nand2_1 | 87 | 87 |
| dlxtn_1 | 16 | 16 |
| mux2_2 | 12 | 12 |
| o31a_1 | 5 | 5 |
| inv_1 | 21 | 21 |
| a21oi_1 | 51 | 51 |
| a2bb2oi_1 | 9 | 9 |
| a211oi_1 | 15 | 15 |
| o2bb2ai_1 | 9 | 9 |
| and3_1 | 11 | 11 |
| o21ai_0 | 89 | 89 |
| o22ai_1 | 63 | 63 |
| o22a_1 | 27 | 27 |
| a2111oi_0 | 8 | 6 |
| clkbuf_16 | 0 | 17 |
| buf_4 | 0 | 27 |
| nor3_1 | 15 | 14 |
| or4_1 | 5 | 5 |
| xnor2_1 | 20 | 20 |
| a2111oi_2 | 2 | 5 |
| ha_1 | 15 | 15 |
| mux2i_1 | 8 | 8 |
| clkdlybuf4s50_1 | 0 | 139 |
| nor2_1 | 98 | 98 |
| dfrtp_1 | 112 | 111 |
| nand2b_1 | 10 | 10 |
| nor4_1 | 8 | 8 |
-- per-stage QoR --
stage | instances | util (%) | setup WS, ns | cell area, sq um | hold WS [ns]
detailed placement | 1441 | 48.2 | 2.30 | 11800 | 0.491
global placement | 1441 | 48.2 | 2.31 | 11800 | 0.502
finish | 1473 | 50.6 | 2.26 | 12400 | 0.509
CTS | 1473 | 50.6 | 2.31 | 12400 | 0.511
floorplan | 1027 | - | 2.59 | 10100 | 0.467
global route | 1473 | 50.6 | 2.11 | 12400 | 0.536
-- final cells by class --
| type | count | area (sq um) |
|---|---|---|
| well taps | 324 | 405 |
| inverters | 21 | 78.8 |
| clock inverters | 14 | 150 |
| flip-flops and latches | 198 | 5130 |
| clock buffers | 18 | 429 |
| repair buffers | 168 | 1630 |
| multi-input cells | 730 | 4600 |
| fillers | 2264 | 12100 |
-- layer usage --
metal | vias up | routed length [microns] | GRT usage, %
li1 | 4097 | - | -
met1 | 4465 | 17800 | 53.9
met2 | 528 | 18500 | 49.6
met3 | 94 | 3580 | 7.43
met4 | 0 | 1640 | 10.4
met5 | - | 0 | 0
-- worst reg2reg max path, delay by kind of cell (launching register included) --
kind,cells,cell delay [ns]
AND/OR/NAND/NOR,3,1.54
AND-OR/OR-AND,3,0.88
flip-flops,1,0.40
buffers and inverters,1,0.31
-- power by group through the flow --
stage	Combinational, mW	Sequential [mW]	Clock, mW
CTS	1.65	1.94	1.27
global route	1.80	1.97	1.32
finish	1.69	1.95	1.24
Power and IR drop assume default switching activity.
