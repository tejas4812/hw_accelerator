==> flow/design.v <==
module data_compress(
input clk,
input rst_n,
input [7:0] din,
input den,
input hold,
output logic [7:0] dout,
output logic vldo,
output logic rdy   
);
logic [7:0] din_reg;
logic hold_reg;
logic den_reg;
logic [7:0] dout_nxt;
logic vldo;
assign dout_nxt=(hold_reg)?dout:(den_reg)?din_reg:dout;
assign vldo_nxt=(hold_reg|den_reg)?1'b1:1'b0;
always@(posedge clk or  negedge rst_n) begin
  if(!rst_n) begin
      dout<=8'h0;
      vldo<=1'b0;
      end
  else begin
      dout<=dout_nxt;
      vldo<=vldo_nxt;
      end 
end
always@(posedge clk or negedge rst_n) begin
  if(!rst_n) begin
     din_reg<=8'h0;
     hold_reg<=1'b0;
     den_reg<=1'b0; 
    end
  else begin
     din_reg<=din;
     hold_reg<=hold;
     den_reg<=den;   
   end
end
endmodule
==> flow/run.sh <==
#!/bin/bash
# OpenROAD 26Q1-2900-gdf79404cd8, Yosys 0.63+post, stock flow scripts
make -C /OpenROAD-flow-scripts/flow DESIGN_CONFIG=/design/flow/config.mk WORK_HOME=/design/flow/orfs finish
==> flow/config.mk <==
export PLATFORM = sky130hd
export DESIGN_NAME = data_compress
export DESIGN_NICKNAME = data_compress
export VERILOG_FILES = /design/flow/design.v
export SDC_FILE = /design/flow/constraint.sdc
export NUM_CORES = 4
export LEC_CHECK = 1
export CORE_AREA = 10 10 87 87
export DIE_AREA = 0 0 97 97
==> flow/constraint.sdc <==
current_design data_compress

set clk_period 1.6
set clk_io_pct 0.2

create_clock -name clk0 -period $clk_period [get_ports {clk}]

set non_clock_inputs [all_inputs -no_clocks]
set_input_delay [expr $clk_period * $clk_io_pct] -clock clk0 $non_clock_inputs
set_output_delay [expr $clk_period * $clk_io_pct] -clock clk0 [all_outputs]
==> results.py <==
# Flow results
metrics = {
    "status": {
        "status": "finished, final reports clean",
    },
    "synth": {
        "top_cell": "dfrtp_1",
        "synth_area_leader_cell": "dfrtp_1",
        "synthFlopType": "dfrtp_1",
        "async_reset_ff_share_pct": 100,
        "ys_seq_share_pct": 74.5,
        "syn_inst": 32,
        "yosys.area.top_type_share_pct": 74.5,
        "edf_count": 0,
        "yosysChipArea_um2": 638,
        "top_cells_by_count": "19 x dfrtp_1, 8 x mux2_4",
        "topCellsByArea": "dfrtp_1 75%, mux2_4 19%, nor2b_4 2.2%",
        "synth.cell_area_um2": 638,
        "ys.flops": 19,
        "yosysWarnings": 3,
        "yosys_cells": 32,
        "yosys.cell_types.count": 7,
        "postSynthAreaPerCell_um2": 19.9,
    },
    "critical_path": {
        "criticalPathCategory": "reg -> out",
        "cpMaxStageDelayCell": "clkdlybuf4s50_1",
        "critical_path_peak_fanout": 2,
        "slowest_delay_ns": 0.49,
        "cp_cell_sequence": "clkdlybuf4s50_1",
        "r2r_start": "hold_reg",
        "cp_top_family": "buffers and inverters",
        "cp.required_ns": 1.28,
        "regToRegSetupSlack_ns": 0.40,
        "path_buffers": 1,
        "startpoint": "dout[2]",
        "cp-end-kind": "output port",
        "worstPathArrival_ns": 1.08,
        "startpoint_type": "flip-flop",
    },
    "timing": {
        "drv_slew": 0,
        "post-route-period-util_pct": 87.8,
        "setup_viol": 0,
        "hold_slack_ns": 0.404,
        "fin_skew_ns": 0.000683,
        "fmaxAchievable_mhz": 712,
        "hold_violations": 0,
        "fin_tns_setup_ns": 0,
        "post-route-min-period_ns": 1.40,
        "rsz0062_at_grt": "no",
    },
    "route": {
        "first_pass_iters": 2,
        "antenna_cells": 0,
        "wl_per_cell_um": 9.35,
        "ant_nets": 0,
        "wl_mm": 1.19,
        "drc": 0,
        "drt_iter0_markers": 4,
        "vias": 320,
        "detail_route.vias_per_cell": 2.52,
    },
    "die": {
        "initial_core_util_pct": 11.3,
        "row_count": 27,
        "die_y_um": 97,
        "die_area_mm2": 0.00941,
        "dieWidth_um": 97,
        "core_area_mm2": 0.00564,
        "ios": 22,
    },
    "global_routing": {
        "grt_use_met2_pct": 4.19,
        "antenna_found_initial": 0,
        "grt.met3_usage_pct": 0.931,
        "grt_pass1_vias": 381,
        "grt_overflow": 0,
        "grt_usage_pct": 2.47,
        "grt_max_degree": 20,
        "met1_usage_pct": 2.91,
        "grt_pass1_wl_mm": 1.97,
        "grt_busiest_layer": "met2",
    },
    "pwr": {
        "p_leak_uw": 0.000399,
        "power_density_mw_per_mm2": 1050,
        "ir_worst_vdd_uv": 487,
    },
    "placement": {
        "gp_congestion": 0.670,
        "io_buffers": 20,
    },
    "job": {
        "drv_cap": 0,
        "log.warning_count": 25,
    },
    "layout": {
        "nFillCells": 598,
        "drive_above_1_share_pct": 25.5,
        "area_growth_pct": 50.8,
        "seq_area_um2": 475,
        "combGateArea_um2": 144,
    },
    "clock_tree": {
        "ctsResizeCount": 0,
        "cts_setup_buffers": 0,
        "clock_sinks": 19,
        "cts_tree": "built",
        "cts_hold_buf": 0,
        "htreeDepth": 1,
        "cts_max_path_buffers": 2,
        "clkLatencyLatePin_ns": 0.24,
        "cts_buffers": 3,
        "clockRootBuffer": "clkbuf_8",
        "clkSlewWorstSetupHoldPaths_ns": 0.06,
    },
    "worst_hold_path": {
        "hold_path.class": "in -> async",
    },
}
==> placed cells by master, fill, tap and decap left out <==
master           instances
clkdlybuf4s50_1         20
dfrtp_1                 19
mux2_4                   8
clkbuf_8                 3
nor2b_4                  1
or2_2                    1
conb_1                   1
clkbuf_1                 1
buf_4                    1
==> cell type report <==
class                           count  area share [%]
Timing Repair Buffer               21            21.6
Multi-Input combinational cell     11            15.0
Clock buffer                        4            4.68
Sequential cell                    19            49.4
Tap cell                           72            9.36
==> kinds of logic after synthesis <==
family | after synthesis | share of synthesized area (%)
buffers and inverters | 2 | 2.94
flip-flops | 19 | 74.5
multiplexers | 8 | 18.8
other | 1 | 0.588
AND/OR/NAND/NOR | 2 | 3.14
==> final timing paths <==
kind / depth (start not counted) / endpoint
worst max-delay path: 1 / dout[2]
worst min-delay path: 2 / din_reg[4]
worst max register to register: 2 / dout[5]
worst min register to register: 1 / vldo
max in group asynchronous: 2 / dout[1]
min in group clk0: 1 / vldo
==> metrics by stage <==
stage / setup WS [ns] / util (%) / cell area (um2) / total power [uW] / std cells
5_1_grt: 0.140 / 17.1 / 962 / 1060 / 127
6_report: 0.196 / 17.1 / 962 / 1010 / 127
3_3_place_gp: 0.421 / 16.3 / 917 / 709 / 123
2_1_floorplan: 0.551 / - / 638 / 600 / 32
4_1_cts: 0.161 / 17.1 / 962 / 1030 / 127
3_5_place_dp: 0.398 / 16.3 / 917 / 711 / 123
==> layer usage <==
layer,up-vias,routed length [um]
met4,0,0
met1,161,492
met5,-,0
li1,147,-
met2,12,620
met3,0,74
==> power by group <==
| part | switching (uW) | internal, uW |
|---|---|---|
| clock network | 138 | 176 |
| registers | 20.5 | 524 |
| logic | 33.4 | 119 |
Power figures rest on the tool's default switching activity, not on a simulated workload.
